**flow/design.v**
```verilog
package tiny8_types;
typedef logic [7:0] tiny8_word;
typedef logic [1:0] tiny8_reg;
typedef enum bit [1:0] {
    op_ads = 2'b00,
    op_bpd = 2'b01,
    op_ldp = 2'b10,
    op_stp = 2'b11
} tiny8_opcode;
typedef enum bit [1:0] {
    alu_add,
    alu_sub,
    alu_dec,
    alu_mul
} tiny8_aluop;
endpackage : tiny8_types
import tiny8_types::*;
module memory
(
    input clk,
    input read,
    input write,
    input tiny8_word address,
    input tiny8_word wdata,
    output logic resp,
    output tiny8_word rdata
);
timeunit 1ns;
timeprecision 1ns;
tiny8_word mem [7:0];
assign resp = read | write;
initial
begin
    $readmemh("memory.lst", mem);
end
always_comb
begin
    rdata = mem[address];
end
always @(posedge clk)
begin
    if (write) begin
        mem[address] = wdata;
    end
end
endmodule
```
**flow/run.sh**
```bash
#!/bin/bash
# OpenROAD 26Q1-2900-gdf79404cd8, Yosys 0.63+post, stock flow scripts
make -C /OpenROAD-flow-scripts/flow DESIGN_CONFIG=/design/flow/config.mk WORK_HOME=/design/flow/orfs finish
```
**flow/config.mk**
```make
export PLATFORM = sky130hd
export DESIGN_NAME = memory
export DESIGN_NICKNAME = memory
export VERILOG_FILES = /design/flow/design.v
export SDC_FILE = /design/flow/constraint.sdc
export NUM_CORES = 4
export LEC_CHECK = 1
export CORE_UTILIZATION = 40
export SYNTH_HDL_FRONTEND = slang
```
**flow/constraint.sdc**
```tcl
current_design memory

set clk_period 3.6
set clk_io_pct 0.2

create_clock -name clk0 -period $clk_period [get_ports {clk}]

set non_clock_inputs [all_inputs -no_clocks]
set_input_delay [expr $clk_period * $clk_io_pct] -clock clk0 $non_clock_inputs
set_output_delay [expr $clk_period * $clk_io_pct] -clock clk0 [all_outputs]
```
==> job_summary.md <==
### Metrics collected by this job

| Metric | Value |
|---|---|
| H-tree depth | `3` |
| Setup crit end kind | `primary output` |
| CP arrival | `2.69 ns` |
| Antenna violations before repair | `0` |
| Gate count of the mapped netlist | `111` |
| Number of distinct library cells after synthesis | `14` |
| Final Max-Slew Violation Tally | `0` |
| Largest fanout on the critical path | `20` |
| Worst hold slack | `1.13 ns` |
| DIE AREA | `0.00671 mm2` |
| Synth top cell by count | `edfxtp_1` |
| Commonest flop | `edfxtp_1` |
| Area growth, synth to finish | `24.0%` |
| Starting Density | `0.424` |
| Cell Area, Synth | `0.00255 mm2` |
| Leak | `1.06 nW` |
| Yosys reg bits | `~64` |
| Drt pass-1 iters | `4` |
| VDD IR max | `288 uV` |
| CTS tree | `done` |
| Chip Area, Yosys | `around 0.0026 mm2` |
| EDFF count, synth | `64` |
| Tool warnings | `25` |
| RSZ-0062 raised after global routing | `no` |
| Sequential fraction of the synthesis area | `0.753` |
| Top achievable clock speed | `294 MHz` |
| GRT overflow | `0` |
| Setup violations, final | `0` |
| Number of synthesis warnings | `0` |
| Largest area contributor in the netlist | `edfxtp_1` |
| Die Span Y | `81.9 um` |
| Proportion of layout cells with a drive suffix above 1 | `0.264` |
| Critical path origin | `address[0]` |
| Reg clk slew, reported paths | `0.06 ns` |
| GP Congestion | `0.744` |
| Least-Margin Pin Slew | `0.561 ns` |
| DR WL/cell | `18.4 um` |
| Yosys cell count | `111` |
| Setup bufs post-CTS | `0` |
| Rel. slew slack | `0.625` |
| Via density | `5.34` |
| Final Util | `0.526` |
| Status | `finished clean` |
| Dpl hpwl | `2870 um` |
| I/O Pins | `28` |
| Async SR Flop Fraction | `0` |
| Top cells by count | `edfxtp_1, mux4_1, mux2_2, nor4_1, mux4_2` |
| Min-delay worst type | `in2reg` |
| Antenna cells | `0` |
| Tot GR Track Use | `0.163` |
| Largest register FFs | `64` |
| Via count of the first global-routing pass | `1322` |
| # rows | `28` |
| Width of the die | `slightly above 80 um` |
| Pwr Total | `about 0.0014 W` |
| Worst hold path endpoint | `mem[36]$_DFFE_PP_` |
| Clock tree sinks | `approximately 64` |
| Main area contributors after synthesis | `edfxtp_1, mux4_1, mux4_2` |
| Antenna Nets Post-Route | `0` |
| WL final | `~4400 um` |
| Syn_area_per_cell | `23.0 um2` |
| Area leader share | `0.753` |
| Critical path class | `in2out` |
| Pin count of the biggest net entering global routing | `21` |
| Min Tclk post-route | `3.41 ns` |
| Critical Path Source Type | `input pin` |
| Inserted Clock Buffers | `9` |
| Max-Cap Viols | `0` |
| # DRC | `0` |
| First-pass GRT wire length | `6820 um` |
| Clk root buf | `clkbuf_8` |
| # resized after CTS | `0` |
| Hold path cells | `1` |
| PwrDens | `434 mW/mm2` |
| IO buf count | `27` |
| Final hold viol count | `0` |
| Hold_sp | `wdata[4]` |
| Final worst path period share | `0.946` |
| CTS Buffer Depth | `2` |
| CORE AREA | `0.00603 mm2` |
| CP required | `~2.9 ns` |
| Vias | `about 1.3k` |
| CTS Hold Bufs | `0` |
| First DRT Iteration DRCs | `98` |
| Setup TNS | `0 ns` |
-- area by class of cell --
| class | count | area, um2 |
|---|---|---|
| clock inverter | 2 | 8.76 |
| multi-input combinational | 39 | 586 |
| inverter | 1 | 3.75 |
| timing repair buffer | 45 | 418 |
| sequential | 64 | 1920 |
| fill | 480 | 2860 |
| clock buffer | 12 | 135 |
| tap | 75 | 93.8 |
-- layout by cell type (no fill, tap or decap), drive strengths merged --
master / n
buf: 18
clkbuf: 12
clkdlybuf4s50: 27
clkinv: 2
edfxtp: 64
inv: 1
mux2: 8
mux4: 16
nand2: 1
nand2b: 2
nor4: 8
or2: 2
or2b: 1
or4: 1
-- where the power goes --
part,switching [W],total (W),internal (W)
Sequential,0.000000291,0.000822,0.000821
Clock,0.000226,0.000464,0.000239
Combinational,0.0000331,0.0000882,0.0000551
-- worst max-delay path by stage --
stage	slack [ns]	end	depth (start not counted)
CTS	0.17	rdata[4]	5
global route	0.11	rdata[4]	5
finish	0.19	rdata[4]	5
-- routing by layer --
| metal | up-vias | global-route usage | share of wire |
|---|---|---|---|
| li1 | 581 | - | - |
| met5 | - | 0 | 0 |
| met3 | 10 | 0.104 | 0.13 |
| met1 | 610 | 0.216 | 0.40 |
| met4 | 0 | 0.0368 | 0.020 |
| met2 | 70 | 0.240 | 0.45 |
-- per-stage QoR --
stage,instances,cell area (um2),setup WS (ns)
after floorplan,111,2550,0.936
after global placement,224,3020,0.204
after detailed placement,224,3020,0.193
after CTS,238,3170,0.165
after global routing,238,3170,0.106
final,238,3170,0.193
-- cells by family (layout without fill, tap and decap cells) --
group | after synthesis | count (layout) | share of synthesized area
buffers and inverters | 8 | 60 | 0.0181
and+or+nand+nor | 15 | 15 | 0.0367
muxes | 24 | 24 | 0.193
DFF | 64 | 64 | 0.753
-- worst max-delay path, cell delays in order --
cell             delay, ns
clkdlybuf4s50_1       0.50
buf_12                0.19
mux4_1                0.56
mux2_2                0.29
clkdlybuf4s50_1       0.41
No activity file was given, so power comes from the tool's default toggle rates.
